`./run.sh`:
```
#!/bin/bash
# OpenROAD 26Q1-2900-gdf79404cd8, Yosys 0.63+post, stock flow scripts
make -C /OpenROAD-flow-scripts/flow DESIGN_CONFIG=/design/flow/config.mk WORK_HOME=/design/flow/orfs finish
```
`./config.mk`:
```
export PLATFORM = sky130hd
export DESIGN_NAME = fourfourmultiplier
export DESIGN_NICKNAME = fourfourmultiplier
export VERILOG_FILES = /design/flow/design.v
export SDC_FILE = /design/flow/constraint.sdc
export NUM_CORES = 4
export LEC_CHECK = 1
export CORE_AREA = 10 10 70 70
export DIE_AREA = 0 0 80 80
```
`./constraint.sdc`:
```
current_design fourfourmultiplier

set clk_period 8.4
set clk_io_pct 0.2

create_clock -name clk0 -period $clk_period

set non_clock_inputs [all_inputs -no_clocks]
set_input_delay [expr $clk_period * $clk_io_pct] -clock clk0 $non_clock_inputs
set_output_delay [expr $clk_period * $clk_io_pct] -clock clk0 [all_outputs]
```
`./design.v`:
```
`timescale 1ns / 1ps
module bitsadder(X,Y,c0,c4,S);
input [3:0] X;
input [3:0] Y;
input c0;
output c4;
output [3:0] S;
wire t1,t2,t3;
fulladder u1(.x(X[0]),.y(Y[0]),.cin(c0),.s(S[0]),.cout(t1));
fulladder u2(.x(X[1]),.y(Y[1]),.cin(t1),.s(S[1]),.cout(t2));
fulladder u3(.x(X[2]),.y(Y[2]),.cin(t2),.s(S[2]),.cout(t3));
fulladder u4(.x(X[3]),.y(Y[3]),.cin(t3),.s(S[3]),.cout(c4));
endmodule
`timescale 1ns / 1ps
module fourfourmultiplier(X,Y,C,P);
input [3:0] X;
input [3:0] Y;
input [2:0] C;
output [7:0] P;
wire r1x0,r1x1,r1x2,r1x3,r1y0,r1y1,r1y2,r1y3;
wire r2x0,r2x1,r2x2,r2x3,r2y0,r2y1,r2y2,r2y3;
wire r3x0,r3x1,r3x2,r3x3,r3y0,r3y1,r3y2,r3y3;
wire r1s1,r1s2,r1s3,r1c4;
wire r2s0,r2s1,r2s2,r2s3,r2c4;
wire r3s0,r3s1,r3s2,r3s3,r3c4;
and (P[0],X[0],Y[0]);
and (r1x0,X[1],Y[0]);
and (r1x1,X[2],Y[0]);
and (r1x2,X[3],Y[0]);
and (r1x3,0,0);
and (r1y0,X[0],Y[1]);
and (r1y1,X[1],Y[1]);
and (r1y2,X[2],Y[1]);
and (r1y3,X[3],Y[1]);
bitsadder u1(.X({r1x3,r1x2,r1x1,r1x0}),.Y({r1y3,r1y2,r1y1,r1y0}),.c0(C[0]),.c4(r1c4),.S({r1s3,r1s2,r1s1,P[1]}));
and (r2y0,X[0],Y[2]);
and (r2y1,X[1],Y[2]);
and (r2y2,X[2],Y[2]);
and (r2y3,X[3],Y[2]);
bitsadder u2(.X({r1c4,r1s3,r1s2,r1s1}),.Y({r2y3,r2y2,r2y1,r2y0}),.c0(C[0]),.c4(r2c4),.S({r2s3,r2s2,r2s1,P[2]}));
and (r3y0,X[0],Y[3]);
and (r3y1,X[1],Y[3]);
and (r3y2,X[2],Y[3]);
and (r3y3,X[3],Y[3]);
bitsadder u3(.X({r2c4,r2s3,r2s2,r2s1}),.Y({r3y3,r3y2,r3y1,r3y0}),.c0(C[0]),.c4(P[7]),.S({P[6],P[5],P[4],P[3]}));
endmodule
`timescale 1ns / 1ps
module fulladder(x,y,cin,s,cout);
input x,y,cin;
output s,cout;
wire s1,c1,c2,c3;
xor u1(s1,x,y);
and u2(c1,x,y);
and u3(c2,x,cin);
and u4(c3,y,cin);
xor u5(s,s1,cin);
or u6(cout,c1,c2,c3);
endmodule
```
==> flow_summary.toml <==
# yosys + openroad results
[synth]
postSynthSeqShare_pct = 0
yosysUniqueCellTypes = 6
ys_chip_area_um2 = 422.9
topCellsByArea = "fa_1 52%, inv_1 14%, buf_4 12%"
yosys_warnings = 0
netlist_area_um2 = 422.9
avgSynthCellArea_um2 = 8.292
ys_cells = 51
syn_inst = 51
synth_top_cell_by_area = "fa_1"
yosysTopAreaCellShare_pct = 52.07

[global_routing]
grt.busiest_layer = "met2"
grt_pass1_vias = 333
grt_use_total_pct = 2.865
globalRouteMet2Util_pct = 5.297
gr-total-overflow = 0
antenna_found_initial = 0
use_met1_pct = 3.584
grt_use_met3_pct = 0.4545
grt_pass1_wl_mm = 1.490
grt_max_degree = 5

[final_layout]
lay_top_cells = "17 x clkdlybuf4s50_1, 16 x inv_1, 11 x fa_1"
instances_no_fill = 107
drive_gt1_share_pct = 0
final_common_cell = "clkdlybuf4s50_1"
regArea_um2 = 0
nFlopsAndLatches = 0
clock_buffers = 0
area_delta_synth_final_pct = 41.42

[final_timing]
fin_ws_ns = 0.5881
slew_headroom_pct = 87.26
finalCritPeriodShare_pct = 93.00
worstMarginPinSlew_ns = 0.1905
rsz0062_at_grt = "no"
period_needed_ns = 7.812
hold_viol_final = 0
fin_setup_tns_ns = 0
clock.fmax_ghz = 0.1280
report.final.setup_viol = 0
holdWs_ns = 4.377
slew_viol_final = 0

[route]
insertedDiodeCount = 0
drtIter0Drc = 4
routed_wirelength_um = 788
vias_per_cell = 2.636
first_pass_iters = 2
ant_nets = 0
vias = 282
route.detailed.drc = 0
wl_per_cell_um = 7.364

[power]
ir_drop_mv = 0.01737
power.total_mw = 0.05243
power_density_nw_per_um2 = 87.66
p_leak_nw = 0.2745

[die]
io_pins = 19
core_um2 = 3416
die.size.x_um = 80
rows = 21
dieHeight_um = 80
die_area_um2 = 6400
fp_util_pct = 12.38

[worst_setup_path]
cp.arrival_ns = 6.13
critPathKind = "input pin to output port"
cp-start-kind = "input pin"
cp.required_ns = 6.72
crit_path_max_fanout = 3
end_kind = "output port"

[clock_tree]
cts-hold-fix-buffers = 0
post_cts_buffers = 0
ctsResizeCount = 0

[outcome]
status = "complete, no violations"

[placed_design]
gp_congestion = 0.7695
portBuffers = 17
dp_slack_ns = 0.5249
dpl.cell_count = 107
dpl.hpwl_um = 816.2

[min_path]
hold_path_class = "input pin to output port"

[run]
tool_warnings = 34
cap_violations = 0
==> cell type report <==
cell class	count	area (µm²)
repair buffers	17	170.2
inverters	16	60.06
multi-input cells	28	310.3
well taps	46	57.56
fillers	395	2818
==> where the power goes <==
| group | internal [mW] | total (mW) | switching [mW] |
|---|---|---|---|
| registers | 0 | 0 | 0 |
| clock network | 0 | 0 | 0 |
| logic | 0.0338 | 0.0524 | 0.0187 |
==> cell usage after synthesis <==
cell     count
nand2_1      9
and2_1       7
fa_1        11
buf_4        7
inv_1       16
ha_1         1
==> final timing paths <==
| kind | cells past startpoint | start | slack (ns) | endpoint |
|---|---|---|---|---|
| setup / recovery | 16 | C[0] | 0.59 | P[6] |
| hold / removal | 3 | Y[0] | 4.38 | P[0] |
==> critical path: stages <==
cell and delay (ns):
clkdlybuf4s50_1 0.56, inv_1 0.09, fa_1 0.43, fa_1 0.49, inv_1 0.05, fa_1 0.37, inv_1 0.07, fa_1 0.40
inv_1 0.08, fa_1 0.16, inv_1 0.04, fa_1 0.37, fa_1 0.38, fa_1 0.43, inv_1 0.06, clkdlybuf4s50_1 0.46
==> routing by layer <==
metal / wire, µm / vias up
li1: - / 151
met1: 359 / 122
met2: 381 / 9
met3: 47 / 0
met4: 0 / 0
met5: 0 / -
==> stage by stage <==
| stage | utilization, % | area (µm²) |
|---|---|---|
| global placement | 17.51 | 598.1 |
| CTS | 17.51 | 598.1 |
| detailed placement | 17.51 | 598.1 |
| finish | 17.51 | 598.1 |
| global route | 17.51 | 598.1 |
| floorplan | - | 422.9 |
==> cells by family after synthesis <==
logic type | share of synthesized area [%]
AND/OR/NAND/NOR | 18.34
adder cells (fa/ha/maj) | 55.03
buffers and inverters | 26.63
Power and IR drop assume default switching activity.
