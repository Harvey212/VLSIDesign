**design/flow/design.v**
```verilog
`timescale 1ns / 1ps
module sevensegment(addr,seg_out,seg_sel);
    input [3:0] addr;
    output [7:0] seg_out;
    output [3:0] seg_sel;
    reg [3:0] data;
    reg [7:0] seg_out;
    reg [3:0] seg_sel;
    reg DP;
    reg [6:0] eight;
    always @(addr)
            if (addr==4'b0000)
                begin
                    data=4'h0;
                end
            else if (addr==4'b0001)
                begin
                   data=4'h2;
                end
            else if (addr==4'b0010)
                begin
                  data=4'h4;
                end
            else if (addr==4'b0011)
                begin
                   data=4'h6;
                end
            else if (addr==4'b0100)
                begin
                  data=4'h8;
                end        
            else if (addr==4'b0101)
                begin
                  data=4'hA;
                end      
            else if (addr==4'b0110)
                begin
                   data=4'hC;
                end  
            else if (addr==4'b0111)
                begin
                  data=4'hE;
                end
            else if (addr==4'b1000)
                begin
                   data=4'h1;
                end
            else if (addr==4'b1001)
                begin
                    data=4'h3;             
                end
            else if (addr==4'b1010)
               begin
                    data=4'h5;             
               end
            else if (addr==4'b1011)
               begin
                     data=4'h7;           
               end
            else if (addr==4'b1100)
               begin        
                    data=4'h9;                     
               end
            else if (addr==4'b1101)
               begin
                     data=4'hB;                         
               end
            else if (addr==4'b1110)
               begin
                     data=4'hD;                         
               end
            else
               begin
                    data=4'hF;                          
               end
   always @(data)
    begin
    case (data)
        4'h0:
              {DP,eight} = {1'b0, 7'b0111111};             
        4'h1:
              {DP,eight} = {1'b0, 7'b0000110};
        4'h2:
             {DP,eight} = {1'b0, 7'b1011011};
        4'h3:
             {DP,eight} = {1'b0, 7'b1001111};
        4'h4:
             {DP,eight} = {1'b0, 7'b1100110};
        4'h5:
              {DP,eight} = {1'b0, 7'b1101101};
        4'h6:
             {DP,eight} = {1'b0, 7'b1111101};                      
        4'h7:
             {DP,eight} = {1'b0, 7'b0000111};                                                                                                                                        
        4'h8:
             {DP,eight} = {1'b0, 7'b1111111};
        4'h9:
             {DP,eight} = {1'b0, 7'b1101111};           
        4'hA:
              {DP,eight} = {1'b0, 7'b1110111};                    
        4'hB:
              {DP,eight} = {1'b0, 7'b1111100};                           
        4'hC:
              {DP,eight} = {1'b0, 7'b0111001};                                      
        4'hD:
              {DP,eight} = {1'b0, 7'b1011110};                                                   
        4'hE:
              {DP,eight} = {1'b0, 7'b1111001};                                                              
        4'hF:
              {DP,eight} = {1'b0, 7'b1110001};
   endcase
   end
    always @(DP,eight)
      begin
        seg_out = {DP,eight};
        seg_sel = 4'b0001;
      end
endmodule
```
**design/flow/run.sh**
```bash
#!/bin/bash
# OpenROAD 26Q1-2900-gdf79404cd8, Yosys 0.63+post, stock flow scripts
make -C /OpenROAD-flow-scripts/flow DESIGN_CONFIG=/design/flow/config.mk WORK_HOME=/design/flow/orfs finish
```
**design/flow/config.mk**
```make
export PLATFORM = sky130hd
export DESIGN_NAME = sevensegment
export DESIGN_NICKNAME = sevensegment
export VERILOG_FILES = /design/flow/design.v
export SDC_FILE = /design/flow/constraint.sdc
export NUM_CORES = 4
export LEC_CHECK = 1
export CORE_AREA = 10 10 70 70
export DIE_AREA = 0 0 80 80
```
**design/flow/constraint.sdc**
```tcl
current_design sevensegment

set clk_period 2.0
set clk_io_pct 0.2

create_clock -name clk0 -period $clk_period

set non_clock_inputs [all_inputs -no_clocks]
set_input_delay [expr $clk_period * $clk_io_pct] -clock clk0 $non_clock_inputs
set_output_delay [expr $clk_period * $clk_io_pct] -clock clk0 [all_outputs]
```
==> results.toml <==
# flow metrics
[final_timing]
fin_crit_ns = 1.91
finalCritPeriodShare_pct = 95.7
fin_ws_ns = 0.0865
setup_viol = 0
drv_slew = 0
hold_viol_final = 0
rsz0062_at_grt = "no"
tns_ns = 0
fmax_mhz = 523

[setup_path]
cpMostUsedCell = "buf_4"
path_buffers = 5
crit_path_max_incr_delay_ns = 0.27
path_cells = "buf_2 > inv_2 > buf_4 > ha_4 > buf_4 > o31a_1 > dlygate4sd2_1"
cp_top_family = "buffers and inverters"
required_ns = 1.60
arrival_ns = 1.51
critical_path_class = "primary input to primary output"
critPathSlowestCell = "o31a_1"
cp-end-kind = "primary output"
crit_path_start_kind = "primary input"
worstPathMaxFanout = 2

[place]
place_hpwl_um = 727
pre_cts_slack_ns = -0.502
post-place-cells = 107
place_area_um2 = 508
gp_congestion = 0.700
io_buffers = 11

[synthesis]
synth.area.mux_share_pct = 3.54
synth_cell_types = 22
synthCells = 46
yosys_cells = 46
synth_area_per_cell_um2 = 6.91
synth_chip_area_um2 = 318
simple_gate_share_pct = 18.5
area_leaders = "ha_1 (28%), buf_4 (14%), a21oi_1 (4.7%), o21ai_0 (4.7%), a31oi_1 (3.9%)"
top_area_share_pct = 27.6
ys_sh_adder_pct = 27.6
yosysTopAreaCell = "ha_1"
top_cell = "ha_1"
synthAoiAreaFrac_pct = 21.7
synth_area_um2 = 318
logic_family = "adder cells"
synth_warnings = 1
xor_area_share_pct = 2.76
seq_area_frac_synth_pct = 0
ys_top_cells_by_count = "ha_1 (7), buf_4 (6)"

[floorplanning]
ios = 16
dieWidth_um = 80
die_y_um = 80
num_rows = 21
dieArea_um2 = 6400
initial_core_util_pct = 9.30
core-area_um2 = 3420

[detailed_routing]
wl_met2_um = 409
via_per_inst = 3.04
drtPass1Iterations = 2
drcViolationCount = 0
drt_iter0_markers = 10
wl_met1_um = 384
post_drt_wl_per_cell_um = 7.89
met3_length_um = 90
wirelength_um = 884
ant_nets = 0
vias = 341
dr.max_layer_used = "met3"
num_antenna_cells = 0

[layout]
final_area_um2 = 556
n_fill_cell = 385
comb_area_um2 = 289
finalCoreUtilization_pct = 16.3
fin_cells = 112
flop_area_um2 = 0
area_delta_synth_final_pct = 74.8
ff_count = 0
layout-drive-gt1-share_pct = 42.4
nClkBuffers = 0

[power]
powerDensity_nw_per_um2 = 166
internal_power_w = 0.0000539
comb_power_share_pct = 100.0
leakage_nw = 0.261
p_switching_w = 0.0000381
swShare_pct = 41.4
seq_power_share_pct = 0
max-vdd-ir-drop_v = 0.0000273
p_clk_share_pct = 0

[global_route]
grt_pass1_vias = 328
grt.total_usage_pct = 2.59
antenna_found_initial = 0
grt_pass1_wl_um = 1430
grt_max_degree = 9
grt_remaining_overflow = 0

[min_path]
hold_depth = 4
worstHoldPathType = "primary input to primary output"
min_from = "addr[2]"
min_to = "seg_out[4]"

[outcome]
status = "complete, no violations"

[flow_run]
tool_warnings = 38
cap_violations = 0

[clock_network]
cts_hold_buffers = 0
layer usage:
layer	track usage, %	vias up
met5	0	-
met4	0	0
met3	0.909	0
met2	4.74	8
met1	2.97	151
li1	-	182
worst min-delay path, stage by stage:
cell	delay, ns
dlymetal6s2s_1	0.10
buf_6	0.11
a31oi_1	0.07
dlygate4sd2_1	0.24
cell type report:
class,instances,area share [%]
multi-input cells,37,52.0
repair buffers,26,35.6
well taps,46,10.4
inverters,3,2.03
cells in the final DEF (no fill, tap or decap), drive strengths merged:
cell type,n
o31a,1
a211oi,1
ha,7
conb,5
a31oi,2
nor2,2
dlygate4sd2,5
nor2b,2
nand2,3
dlymetal6s2s,1
nand3,1
o21ai,5
or2,1
nand3b,1
clkbuf,2
nand2b,1
a21oi,3
mux2,1
buf,18
xnor2,1
inv,3
through the flow:
step                      power [W]  hold slack, ns
after floorplan           0.0000426           0.882
final                     0.0000920            1.32
after detailed placement  0.0000899            1.93
after global routing       0.000104            1.36
after global placement    0.0000902            1.93
after CTS                 0.0000942            1.40
power groups by stage:
stage / Combinational (W) / Clock, W / Sequential [W]
final: 0.0000920 / 0 / 0
after global routing: 0.000104 / 0 / 0
after CTS: 0.0000942 / 0 / 0
repair_timing:
item | CTS | global route
setup endpoints to repair | 7 | 5
gates resized | 25 | 8
setup buffers | 5 | 0
pin swaps | 4 | 1
worst max-delay path by stage:
stage,start,end,slack (ns),cells after the start
4_1_cts,addr[2],seg_out[6],0.01,6
5_1_grt,addr[0],seg_out[1],0.04,7
6_report,addr[0],seg_out[1],0.09,7
kinds of logic after synthesis:
group / count (synthesis)
other: 2
muxes: 1
xor gates and xnor gates: 1
and+or+nand+nor: 11
AOI/OAI and AO/OA: 12
buffers and inverters: 12
adders and majority gates: 7
Power and IR drop assume default switching activity.
