**./config.mk**
```make
export PLATFORM = sky130hd
export DESIGN_NAME = alu2
export DESIGN_NICKNAME = alu2
export VERILOG_FILES = /design/flow/design.v
export SDC_FILE = /design/flow/constraint.sdc
export NUM_CORES = 4
export LEC_CHECK = 1
export CORE_AREA = 10 10 70 70
export DIE_AREA = 0 0 80 80
```
**./constraint.sdc**
```tcl
current_design alu2

set clk_period 4.7
set clk_io_pct 0.2

create_clock -name clk0 -period $clk_period

set non_clock_inputs [all_inputs -no_clocks]
set_input_delay [expr $clk_period * $clk_io_pct] -clock clk0 $non_clock_inputs
set_output_delay [expr $clk_period * $clk_io_pct] -clock clk0 [all_outputs]
```
**./design.v**
```verilog
`timescale 1ns / 1ps
module alu2(In1,In2,opcode,seg_out,seg_sel);
input [1:0] In1,In2;
input [2:0] opcode;
output [7:0] seg_out;
output [3:0] seg_sel;
reg [7:0] seg_out;
reg [3:0] seg_sel;
reg [2:0] out;
reg DP;
reg [6:0] eight;
always@(In1 or In2 or opcode)
    begin
    if (opcode==3'b000)
        begin
            out = In1 + In2;
        end
    else if(opcode==3'b001)
        begin
             out = In1 - In2;
        end
    else if(opcode==3'b010)
        begin
             out = In1 & In2;
        end
    else if(opcode==3'b011)
        begin
             out = In1 | In2;
        end
    else if(opcode==3'b100)
        begin
             out = ~(3'b100 + In1);
        end
    else
        begin
            {DP,eight} = {1'b0, 7'b1110110};
        end
     if((opcode != 3'b101) & (opcode != 3'b110) & (opcode != 3'b111))
        begin
            case (out)
                3'b000:
                    {DP,eight} = {1'b0, 7'b0111111};             
                3'b001:
                    {DP,eight} = {1'b0, 7'b0000110};
                3'b010:
                    {DP,eight} = {1'b0, 7'b1011011};
                3'b011:
                    {DP,eight} = {1'b0, 7'b1001111};                                
                3'b100:
                    {DP,eight} = {1'b0, 7'b1100110};                        
                3'b101:
                    {DP,eight} = {1'b0, 7'b1101101};                                
                3'b110:
                    {DP,eight} = {1'b0, 7'b1111101};                      
                3'b111:
                    {DP,eight} = {1'b0, 7'b0000111};                                                                                                                                        
            endcase
        end
      seg_out = {DP,eight};
      seg_sel = 4'b0001;         
    end
endmodule
```
**./run.sh**
```bash
#!/bin/bash
# OpenROAD 26Q1-2900-gdf79404cd8, Yosys 0.63+post, stock flow scripts
make -C /OpenROAD-flow-scripts/flow DESIGN_CONFIG=/design/flow/config.mk WORK_HOME=/design/flow/orfs finish
```
==> flow_metrics.env <==
# flow metrics
export IMPL_die_x_um=80
export IMPL_hold_slack_ns=2.721
export IMPL_timing_fmax_ghz=0.2196
export IMPL_leakage_nw=0.3183
export IMPL_finalHoldViolCount=0
export IMPL_drc_errors=0
export IMPL_setup_slack_ns=0.1468
export IMPL_critPathMaxStageDelay_ns=0.50
export IMPL_routedWlPerCell_um=9.059
export IMPL_dr_wl_met3_um=106
export IMPL_core_region_area_um2=3416
export IMPL_highest_layer="met4"
export IMPL_postRouteWirelength_um=1069
export IMPL_end_kind="primary output"
export IMPL_pre_cts_ws_ns=-0.07675
export IMPL_tool_warnings=41
export IMPL_grt_overflow=0
export IMPL_met1_length_um=495
export IMPL_mostFrequentLayoutCells="11 x clkdlybuf4s50_1, 9 x ha_1, 7 x inv_1"
export IMPL_ys_warn_count=1
export IMPL_critPathBufInv=4
export IMPL_ff_count=0
export IMPL_cellPowerDensity_nw_per_um2=90.95
export IMPL_layout_top_cell="clkdlybuf4s50_1"
export IMPL_slew_violations=0
export IMPL_hp_class="in -> out"
export IMPL_adder_share_pct=39.55
export IMPL_nClkBuffers=0
export IMPL_antenna_found_initial=0
export IMPL_finalWeightedCongestion=0.7521
export IMPL_antenna_cells=0
export IMPL_drtIter0Drc=16
export IMPL_fillerInstances=395
export IMPL_grt_pass1_wl_um=1607
export IMPL_first_pass_iters=4
export IMPL_via_count=406
export IMPL_crit_family="buffers and inverters"
export IMPL_routed_wl_met2_um=459
export IMPL_drive_above_1_share_pct=18.06
export IMPL_logic_family="adder cells"
export IMPL_critPathMaxFanout=2
export IMPL_ir_drop_uv=27.38
export IMPL_ys_area_um2=449.2
export IMPL_synth_avg_cell_area_um2=7.880
export IMPL_required_ns=3.76
export IMPL_io_pins=19
export IMPL_dieArea_um2=6400
export IMPL_synthesis_area_um2=449.2
export IMPL_seq_area_um2=0
export IMPL_synth_cellmix_compoundShare_pct=18.38
export IMPL_grt_max_degree=10
export IMPL_ys_sh_mux_pct=2.228
export IMPL_max_cap_viol_count=0
export IMPL_synthCells=57
export IMPL_postCtsHoldBufs=0
export IMPL_drt_antenna_violating_nets=0
export IMPL_crit_slowest_cell="fa_1"
export IMPL_cp_data_arrival_time_ns=3.61
export IMPL_startpoint_type="primary input"
export IMPL_fp_util_pct=13.15
export IMPL_crit_type="in -> out"
export IMPL_grt_usage_pct=2.942
export IMPL_grt_pass1_vias=373
export IMPL_dieHeight_um=80
export IMPL_setup_tns_ns=0
export IMPL_final_period_utilization_pct=96.88
export IMPL_placementRows=21
export IMPL_ys_sh_xor_pct=0
export IMPL_ys_seq_share_pct=0
export IMPL_status="completed"
export IMPL_ys_types=24
export IMPL_area_growth_pct=49.86
export IMPL_viasPerCell=3.441
export IMPL_ys_cells=57
export IMPL_simple_gate_share_pct=18.11
export IMPL_fin_crit_ns=4.553
export IMPL_path_cells="clkdlybuf4s50_1 > inv_1 > ha_2 > fa_1 > a21o_1 > a21oi_2 > o41ai_4 > inv_1 > ha_1 > nand2b_1 > nand3_1 > clkdlybuf4s50_1"
export IMPL_setup_viol=0
export IMPL_port_buffers=14
export IMPL_hpwlAfterDp_um=927.4
export IMPL_fin_util_pct=19.71
==> path summary, 6_finish.rpt <==
| check | from | to | slack (ns) | depth (start not counted) |
|---|---|---|---|---|
| worst max-delay path | In1[0] | seg_out[5] | 0.15 | 12 |
| worst min-delay path | In2[0] | seg_out[4] | 2.72 | 7 |
==> stage by stage <==
stage | instance area, um2 | power (mW) | cells
floorplan | 460.4 | 0.03009 | 60
global placement | 639.4 | 0.05792 | 118
detailed placement | 639.4 | 0.05903 | 118
CTS | 639.4 | 0.05973 | 118
global route | 673.1 | 0.06957 | 118
finish | 673.1 | 0.06122 | 118
==> synthesized netlist by cell type, drive strengths merged, types with 2 or more instances <==
master,n,area (um2)
inv,7,26.28
nand2,4,15.01
nor2,2,7.510
nor3,3,15.01
ha,11,137.6
fa,2,40.04
nand2b,2,12.51
conb,2,7.510
buf,8,63.81
o21ai,2,10.01
nand3,2,10.01
==> routing by layer <==
metal  vias to the layer above  global-route usage (%)
met5                         -                       0
met4                         0                       0
met3                         2                   1.136
met2                        12                   4.735
met1                       182                   3.859
li1                        210                       -
==> report_power, final <==
group / switching [mW] / leakage (nW) / internal, mW
Combinational: 0.0260 / 0.318 / 0.0353
Clock: 0 / 0 / 0
Sequential: 0 / 0 / 0
Total: 0.0260 / 0.318 / 0.0353
==> cell type report <==
class | instances | area, um2 | share of cell area (%)
multi-input cells | 45 | 396.6 | 58.92
repair buffers | 20 | 192.7 | 28.62
well taps | 46 | 57.56 | 8.550
inverters | 7 | 26.28 | 3.903
==> cell families (layout without fill, tap and decap cells) <==
group,after synthesis,in the layout
muxes,1,1
buffers and inverters,15,27
adders and majority gates,13,13
and+or+nand+nor,16,16
AOI/OAI and AO/OA,10,10
other,2,5
==> timing repair <==
| item | in CTS | in global routing |
|---|---|---|
| resized | 0 | 10 |
| pin swaps | 1 | 4 |
| buffers inserted | 0 | 0 |
| setup endpoints to repair | 6 | 6 |
| gates cloned | 0 | 0 |
No activity file was given, so power comes from the tool's default toggle rates.
